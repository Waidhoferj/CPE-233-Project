### /design/flow/design.v
`timescale 1ns / 1ps
module BCD(
    input [15:0] HEX,
    output logic [3:0] THOUSANDS,
    output logic [3:0] HUNDREDS,
    output logic [3:0] TENS,
    output logic [3:0] ONES
    );
    int i;
    always_comb begin
        THOUSANDS = 4'h0;  
        HUNDREDS = 4'h0;
        TENS = 4'h0;
        ONES = 4'h0;
        for (i=15; i>=0; i=i-1) begin
            if (THOUSANDS >= 5)
                THOUSANDS = THOUSANDS + 3;
            if (HUNDREDS >= 5)
                HUNDREDS = HUNDREDS + 3;
            if (TENS >= 5)
                TENS = TENS + 3;
            if (ONES >= 5)
                ONES = ONES + 3;
            THOUSANDS = {THOUSANDS[2:0],HUNDREDS[3]};
            HUNDREDS = {HUNDREDS[2:0],TENS[3]};
            TENS = {TENS[2:0],ONES[3]};
            ONES = {ONES[2:0],HEX[i]};
       end
   end
endmodule
`timescale 1ns / 1ps
module CathodeDriver(
    input CLK,
    input [15:0] HEX,
    output logic [7:0] CATHODES,
    output logic [3:0] ANODES
    );
    logic s_clk_500 = 1'b0;              
    logic [1:0] r_disp_digit = 2'b00;    
    logic [19:0] clk_div_counter = 20'h00000;
	always_ff @(posedge CLK) begin
        clk_div_counter = clk_div_counter + 1;
        if ( clk_div_counter == 20'h186A0) begin
            clk_div_counter = 20'h00000;
            s_clk_500 = ~s_clk_500;    
        end
    end
    always_ff @(posedge s_clk_500) begin
        case (r_disp_digit)
            2'b00: begin
                ANODES= 4'b1110;
                case (HEX[3:0])
                    4'b0000: CATHODES = 8'b10000001;  
                    4'b0001: CATHODES = 8'b11001111;  
                    4'b0010: CATHODES = 8'b10010010;  
                    4'b0011: CATHODES = 8'b10000110;  
                    4'b0100: CATHODES = 8'b11001100;  
                    4'b0101: CATHODES = 8'b10100100;  
                    4'b0110: CATHODES = 8'b10100000;  
                    4'b0111: CATHODES = 8'b10001111;  
                    4'b1000: CATHODES = 8'b10000000;  
                    4'b1001: CATHODES = 8'b10001100;  
                    4'b1010: CATHODES = 8'b10001000;  
                    4'b1011: CATHODES = 8'b11100000;  
                    4'b1100: CATHODES = 8'b10110001;  
                    4'b1101: CATHODES = 8'b11000010;  
                    4'b1110: CATHODES = 8'b10110000;  
                    4'b1111: CATHODES = 8'b10111000;  
                    default: CATHODES = 8'b11111111;  
                endcase
            end
            2'b01: begin
                ANODES= 4'b1101;
                case (HEX[7:4])
                    4'b0000: CATHODES = 8'b10000001;
                    4'b0001: CATHODES = 8'b11001111;
                    4'b0010: CATHODES = 8'b10010010;
                    4'b0011: CATHODES = 8'b10000110;
                    4'b0100: CATHODES = 8'b11001100;
                    4'b0101: CATHODES = 8'b10100100;
                    4'b0110: CATHODES = 8'b10100000;
                    4'b0111: CATHODES = 8'b10001111;
                    4'b1000: CATHODES = 8'b10000000;
                    4'b1001: CATHODES = 8'b10001100;
                    4'b1010: CATHODES = 8'b10001000;  
                    4'b1011: CATHODES = 8'b11100000;
                    4'b1100: CATHODES = 8'b10110001;
                    4'b1101: CATHODES = 8'b11000010;
                    4'b1110: CATHODES = 8'b10110000;
                    4'b1111: CATHODES = 8'b10111000;
                    default: CATHODES = 8'b11111111;  
                endcase
            end
            2'b10: begin
                ANODES= 4'b1011;
                case (HEX[11:8])
                    4'b0000: CATHODES = 8'b10000001;
                    4'b0001: CATHODES = 8'b11001111;
                    4'b0010: CATHODES = 8'b10010010;
                    4'b0011: CATHODES = 8'b10000110;
                    4'b0100: CATHODES = 8'b11001100;
                    4'b0101: CATHODES = 8'b10100100;
                    4'b0110: CATHODES = 8'b10100000;
                    4'b0111: CATHODES = 8'b10001111;
                    4'b1000: CATHODES = 8'b10000000;
                    4'b1001: CATHODES = 8'b10001100;
                    4'b1010: CATHODES = 8'b10001000;  
                    4'b1011: CATHODES = 8'b11100000;
                    4'b1100: CATHODES = 8'b10110001;
                    4'b1101: CATHODES = 8'b11000010;
                    4'b1110: CATHODES = 8'b10110000;
                    4'b1111: CATHODES = 8'b10111000;
                    default: CATHODES = 8'b11111111;  
                endcase
            end
            2'b11: begin
                ANODES= 4'b0111;
                case (HEX[15:12])
                    4'b0000: CATHODES = 8'b10000001;
                    4'b0001: CATHODES = 8'b11001111;
                    4'b0010: CATHODES = 8'b10010010;
                    4'b0011: CATHODES = 8'b10000110;
                    4'b0100: CATHODES = 8'b11001100;
                    4'b0101: CATHODES = 8'b10100100;
                    4'b0110: CATHODES = 8'b10100000;
                    4'b0111: CATHODES = 8'b10001111;
                    4'b1000: CATHODES = 8'b10000000;
                    4'b1001: CATHODES = 8'b10001100;
                    4'b1010: CATHODES = 8'b10001000;  
                    4'b1011: CATHODES = 8'b11100000;
                    4'b1100: CATHODES = 8'b10110001;
                    4'b1101: CATHODES = 8'b11000010;
                    4'b1110: CATHODES = 8'b10110000;
                    4'b1111: CATHODES = 8'b10111000;
                    default: CATHODES = 8'b11111111;  
                endcase
            end
            default: begin       
                ANODES = 4'hF;
                CATHODES = 8'hFF;
                r_disp_digit = 2'b00;
            end
        endcase
        r_disp_digit = r_disp_digit + 1;
    end
endmodule
`timescale 1ns / 1ps
module SevSegDisp(
    input CLK,
    input MODE,
    input [15:0] DATA_IN,
    output [7:0] CATHODES,
    output [3:0] ANODES
    );
    logic [15:0] BCD_Val;
    logic [15:0] Hex_Val;
    BCD BCDMod (.HEX(DATA_IN), .THOUSANDS(BCD_Val[15:12]), 
                .HUNDREDS(BCD_Val[11:8]), .TENS(BCD_Val[7:4]),
                .ONES(BCD_Val[3:0]));
    CathodeDriver CathMod (.HEX(Hex_Val), .CLK(CLK), .CATHODES(CATHODES), 
                            .ANODES(ANODES));
    always_comb begin
        if (MODE == 1'b1)
            Hex_Val = BCD_Val;
        else
            Hex_Val = DATA_IN;
    end
endmodule
### /design/flow/run.sh
#!/bin/bash
# OpenROAD 26Q1-2900-gdf79404cd8, Yosys 0.63+post, stock flow scripts
make -C /OpenROAD-flow-scripts/flow DESIGN_CONFIG=/design/flow/config.mk WORK_HOME=/design/flow/orfs finish
### /design/flow/config.mk
export PLATFORM = sky130hd
export DESIGN_NAME = SevSegDisp
export DESIGN_NICKNAME = SevSegDisp
export VERILOG_FILES = /design/flow/design.v
export SDC_FILE = /design/flow/constraint.sdc
export NUM_CORES = 4
export LEC_CHECK = 1
export CORE_UTILIZATION = 50
### /design/flow/constraint.sdc
current_design SevSegDisp

set clk_period 3.9
set clk_io_pct 0.2

create_clock -name clk0 -period $clk_period [get_ports {CLK}]

set non_clock_inputs [all_inputs -no_clocks]
set_input_delay [expr $clk_period * $clk_io_pct] -clock clk0 $non_clock_inputs
set_output_delay [expr $clk_period * $clk_io_pct] -clock clk0 [all_outputs]
==> impl_metrics.ini <==
; implementation run metrics
[outcome]
run_status = completed

[sta]
worst_slew_pin_slew_ns = 0.998
unconstrained_endpoints = 24
hold_violations = 0
timing.final.crit_share_pct = 78.1
unclocked_regs = 13
slew_headroom_pct = 32.6
unrepaired_setup_endpoints_after_global_routing = no
max_clock_freq_ghz = 0.328
slew_violations = 0
setup-violations-final = 0
final.setup_skew_ns = 0.00286
summed_negative_setup_slack_over_all_endpoints_ns = 0
fin_ws_ns = 0.853
finalCriticalPeriod_ns = 3.05

[hold_path]
worstHoldPathType = register to register

[finish]
layout-area-overhead-vs-synth_pct = 4.96
filler_cell_count = 1563
drive_gt1_share_pct = 7.64

[routing]
drtIter0Drc = 614
postRouteAntennaNets = 0
wire_length_after_detailed_routing_um = 19800
detail_route.first_pass.iterations = 5
post_drt_via_cell_ratio = 6.22
insertedDiodeCount = 0
route.detailed.wl_per_inst_um = 14.9
drt_drc_violations_left = 0
via_count = 8265

[grt]
global_route_total_overflow = 0
grt_antenna_before_repair = 0
largest_net_degree_at_the_start_of_global_routing = 29
grt_first_pass_wirelength_um = 34400
grt_usage_pct = 24.7
number_of_global_route_vias_before_repair = 7394

[setup_path]
critPathMaxStageDelay_ns = 0.91
critPathCaptureType = register
timing.critical_path.from_type = register
cp_slowest_cell = sky130_fd_sc_hd__nor4bb_1
path_max_fanout = 5
critical_path_required_ns = 3.86
timing.setup.critical_path_class = register to register
cp_cell_sequence = nand3_1 -> nor2_1 -> nand3_1 -> nor2_1 -> xor2_1 -> nor4b_1 -> nor4bb_1 -> buf_4
worstPathArrival_ns = 3.01

[synth]
share_of_async_settable_or_async_resettable_flops_after_synthesis_pct = 0
synth.ff_latch_count = 34
top_cell_area_share_pct = 9.87
synth_simple_gate_area_share_pct = 26.6
synth_top_flop_cell = sky130_fd_sc_hd__dfxtp_1
synth-xor-area-share_pct = 4.89
synth-warning-count = 3
number_of_instances_in_the_synthesized_netlist = 1129
top_cells_area = sky130_fd_sc_hd__ha_1 9.9%, sky130_fd_sc_hd__dfxtp_1 8.1%, sky130_fd_sc_hd__nor2_1 4.8%
syn_avg_cell_area_um2 = 7.19
syn_area_um2 = 8120
synth.top_cells.by_count = 103 x sky130_fd_sc_hd__nor2_1, 87 x sky130_fd_sc_hd__nand2_1, 79 x sky130_fd_sc_hd__inv_1
synth-cells-yosys = 1129
netlist_logic_family_top = AND-OR/OR-AND gates
netlist-cell-type-count = 118
count_of_library_flops_with_an_enable_pin = 1
mux_area_share_pct = 5.33
synth-compound-area-share_pct = 37.4
ys_seq_share_pct = 8.51
yosysTopAreaCell = sky130_fd_sc_hd__ha_1
yosys_reported_design_area_after_synthesis_um2 = 8120
yosys.area_share.adder_pct = 10.0
synthMostInstantiatedCell = sky130_fd_sc_hd__nor2_1

[clock_network]
htree_levels = 1
postCtsResizedCells = 0
clkLatencyLatePin_ns = 0.25
tritoncts = built
clk_root_buffer_cell = sky130_fd_sc_hd__clkbuf_16
numCtsBuffers = 3
cts_setup_buffers = 0
post_cts_hold_buffer_count = 0
clockBufferDepth = 2
path_clk_slew_ns = 0.05

[placement]
dp_hpwl_um = 15500
pre_cts_ws_ns = 0.862
gp_routability_congestion = 0.944
port_buffers = 28

[floorplan]
die-width_um = 129
floorplan.io_pins = 30
die-height_um = 129
rows = 46
core_util_floorplan_pct = 51.1
design.core.area_um2 = 15900
chipArea_um2 = 16700

[job]
log.warning_count = 56
timing.max_cap.violations = 0
## routing by layer
layer	global-route usage (%)	wire length (um)
met5	0	0
met2	39.7	8720
met3	1.35	623
met1	38.0	10300
met4	2.39	164
## cell type report
cell class	count	area, um^2	area share [%]
sequential	34	691	8.11
clock buffer	4	78.8	0.925
inverter	84	315	3.70
tap	216	270	3.17
timing repair buffer	34	325	3.82
multi-input combinational	956	6840	80.3
## state kept, by name (all words and copies together), names as in the netlist
register,cells
CathMod.CATHODES,7
CathMod.s_clk_500,1
CathMod.clk_div_counter,20
CathMod.ANODES,4
CathMod.r_disp_digit,2
## path summary, 6_finish.rpt
kind	start	slack, ns	end	cells past startpoint
worst max-delay path	CathMod.clk_div_counter[2]	0.85	CathMod.s_clk_500	8
worst min-delay path	CathMod.clk_div_counter[19]	0.45	CathMod.clk_div_counter[19]	1
worst max register to register	CathMod.clk_div_counter[2]	0.85	CathMod.s_clk_500	8
worst min register to register	CathMod.clk_div_counter[19]	0.45	CathMod.clk_div_counter[19]	1
## kinds of logic (layout without fill, tap and decap cells)
kind of cell             count (synthesis)  after routing
adder cells (fa/ha/maj)                 65             65
AND-OR/OR-AND                          387            387
other                                    1              1
multiplexers                            41             41
AND/OR/NAND/NOR                        423            423
buffers and inverters                  139            122
XOR/XNOR                                39             39
flip-flops                              34             34
## per-stage QoR
stage               hold WS (ns)  area (um^2)  cells  utilization [%]
floorplan                  0.425         8120   1129                -
global placement           0.441         8440   1324             53.1
detailed placement         0.439         8440   1324             53.1
CTS                        0.453         8520   1328             53.6
global route               0.501         8520   1328             53.6
finish                     0.451         8520   1328             53.6
## worst max-delay path: cells and delay by family, from the launching register on
kind / cells / cell delay, ns
and+or+nand+nor: 6 / 1.97
DFF: 1 / 0.38
buffers and inverters: 1 / 0.28
xor gates and xnor gates: 1 / 0.13
## placed cells by master (no fill, tap or decap), types with 9 or more instances in the layout
cell / instances
sky130_fd_sc_hd__nor4_1: 13
sky130_fd_sc_hd__dfxtp_1: 33
sky130_fd_sc_hd__o211ai_1: 29
sky130_fd_sc_hd__clkdlybuf4s50_1: 28
sky130_fd_sc_hd__nand2_1: 87
sky130_fd_sc_hd__a31oi_1: 24
sky130_fd_sc_hd__a221oi_1: 13
sky130_fd_sc_hd__nand2b_1: 9
sky130_fd_sc_hd__nand4_1: 13
sky130_fd_sc_hd__xor2_1: 10
sky130_fd_sc_hd__mux2i_1: 29
sky130_fd_sc_hd__and2_1: 11
sky130_fd_sc_hd__a21oi_1: 59
sky130_fd_sc_hd__and3_1: 19
sky130_fd_sc_hd__nor2_1: 103
sky130_fd_sc_hd__xnor2_1: 24
sky130_fd_sc_hd__o21a_1: 9
sky130_fd_sc_hd__inv_1: 79
sky130_fd_sc_hd__o2111ai_1: 9
sky130_fd_sc_hd__o21ai_0: 49
sky130_fd_sc_hd__or3_1: 13
sky130_fd_sc_hd__nand3_1: 50
sky130_fd_sc_hd__o21ai_1: 9
sky130_fd_sc_hd__a211oi_1: 14
sky130_fd_sc_hd__a21o_1: 15
sky130_fd_sc_hd__nor3_1: 41
sky130_fd_sc_hd__ha_1: 64
sky130_fd_sc_hd__o22ai_1: 11
sky130_fd_sc_hd__o221ai_1: 9
