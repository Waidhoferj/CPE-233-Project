$ cat design.v
`timescale 1ns / 1ps
module RegisterFile(
	input CLK, EN,
	input [31:0] WD,
	input [4:0] ADR1, ADR2, WA,
	output logic [31:0] RS1, RS2
);
logic [31:0] memory [0:31];
initial
begin
	for(int i = 0; i < 32; i++)
	begin
		memory[i] = 0;
	end
end
assign RS1 = memory[ADR1];
assign RS2 = memory[ADR2];
always_ff @(posedge CLK)
begin
	if(EN && WA != 0)
		memory[WA] <= WD;
end
endmodule  
$ cat run.sh
#!/bin/bash
# OpenROAD 26Q1-2900-gdf79404cd8, Yosys 0.63+post, stock flow scripts
make -C /OpenROAD-flow-scripts/flow DESIGN_CONFIG=/design/flow/config.mk WORK_HOME=/design/flow/orfs finish
$ cat config.mk
export PLATFORM = sky130hd
export DESIGN_NAME = RegisterFile
export DESIGN_NICKNAME = RegisterFile
export VERILOG_FILES = /design/flow/design.v
export SDC_FILE = /design/flow/constraint.sdc
export NUM_CORES = 4
export LEC_CHECK = 1
export CORE_UTILIZATION = 30
$ cat constraint.sdc
current_design RegisterFile

set clk_period 7.5
set clk_io_pct 0.2

create_clock -name clk0 -period $clk_period [get_ports {CLK}]

set non_clock_inputs [all_inputs -no_clocks]
set_input_delay [expr $clk_period * $clk_io_pct] -clock clk0 $non_clock_inputs
set_output_delay [expr $clk_period * $clk_io_pct] -clock clk0 [all_outputs]
==> ds_physical_params.txt <==
Implementation parameters

Parameter                              Value

Run status
  Result of the run    completed

Synthesis
  Unique cell type count in the Yosys netlist    24
  Async S/R FF share, synth    0%
  Count of library flops with an enable pin    between 1k and 1.5k
  Number of cells in Yosys stat    roughly 3.4k
  Portion of synthesized cell area occupied by the leading cell type    between 60% and 70%
  Post-synth seq share    63.1%
  #FFs+latches synth    between 1k and 1.5k
  Post-synthesis cell count    approximately 3.4k
  Post-Synthesis Cell Area    approximately 50000 sq um
  Cell type with the largest total area after synthesis    edfxtp_1
  Prevailing post-synth register cell    edfxtp_1
  Yosys-reported design area after synthesis    48800 sq um
  Main area contributors    edfxtp_1, mux2i_1, a22oi_1
  Number of warnings reported in the yosys synthesis log    1
  Mean post-synth cell area    between 10 and 15 sq um
  Ranking of synthesized cells by instance count    edfxtp_1, mux2i_1, nand2_1, nand3_1

Placed design
  IO Port Bufs    roughly 110
  Worst Setup Slack post-DPL    between 1.5 and 2 ns
  Total placed instance area    52800 sq um
  Gp weighted congestion    around 0.86
  Post-detail-place hpwl    84900 um
  Number of cells after detailed placement    ~5.6k

Final timing
  Slew margin rel.    about two fifths
  Maximum achievable frequency    0.167 GHz
  Setup Viol. Count Final    0
  Portion of the clock cycle consumed by the worst path in the final layout    around four fifths
  Minimum period implied by the final worst setup slack    about 6 ns
  Slew at the pin with the worst max-slew slack    roughly 0.90 ns
  Final setup slack of the worst path    1.49 ns
  Final TNS setup    0 ns
  RSZ-0062 raised after global routing    no
  Number of slew-limit violations in the final report    0
  Final count of hold timing violations    0

Clock tree
  Post-CTS Resized    0
  Post-CTS setup buffers    0
  Clock-pin slew of the registers on the worst-case setup and hold paths    about 0.07 ns
  CTS tree    yes
  Total clock sinks    ~1.0k
  H-tree levels    3
  Clock buffer count from CTS    102
  Number of buffers on the longest clock path    3
  Clk Tree Root Cell    clkbuf_16
  Number of hold buffers added after CTS    0

Routing
  Overall routed net length    154000 um
  Diode insertion count for antenna repair    0
  Post-DR vias/cell    between 5 and 6
  Total number of vias    30.9k
  DRC violation total after the first TritonRoute iteration    between 1.5k and 2k
  Final ANT Viol Nets    0
  First-pass iteration count of the detailed router    7
  Detailed-route DRC error count    0
  WL per Instance    approximately 27 um

Global routing
  Vias in the first global route    31.9k
  Largest net degree at the start of global routing    about 85
  First-pass GRT wire length    around 220000 um
  Aggregate global routing overflow    0
  Number of antenna violations at the first check in global routing    12
  Total global-route track usage    between 10% and 20%

Layout
  Flip-flop count of the largest register after layout    1024
  Non-Filler Instances    5767
  Layout cells sized above 1    under 10%
  FF/Latch Area    just over 30000 sq um
  Layout overhead on the synthesized area    15.3%
  Combinational gate area    16900 sq um
  Largest registers ranked by flip-flop count    memory: 1024 flops
  Layout filler cell count    around 15k
  Finished Cell Area    between 50000 and 60000 sq um
  Largest register by flop count    memory

Die
  Vertical die dimension    405 um
  Core outline area    between 150000 and 200000 sq um
  Die Width    slightly above 400 um
  Total number of placement rows    147
  I/O Pins    113
  Area of the chip    164000 sq um
  Starting Density    a little over 30%

Worst setup path
  Cell breakdown of the critical path    clkdlybuf4s50_1, and2_4, buf_4, a22o_1, nor3_1, a31oi_1, nand3_1, clkdlybuf4s50_1
  Arrival @ worst endpoint    4.51 ns
  Largest stage delay on the critical path    between 0.6 and 0.7 ns
  Worst-path cell with the longest stage delay    and2_4
  Required time of the worst setup path    about 6.0 ns
  Startpoint-to-endpoint class of the critical path    input port to output pin
  Most numerous cell on the critical path    clkdlybuf4s50_1
  Worst path buffer plus inverter count    3
  Top fanout value on the critical path    35
  Critical path endpoint    RS2[19]
  Crit path depth    8
  Top cell family by delay on the critical path    buffers and inverters
  Kind of start point of the critical path    input port
  Source of the critical timing path    ADR2[2]
  Type of destination of the critical path    output pin

Power and ir drop
  Leakage power figure    between 20 and 25 nW
  Worst IR drop on VDD    ~0.19 mV
  Power density normalized to cell area    about 230 nW/um^2
  Post-layout total power    12.8 mW

Job
  Number of warnings the tools reported    26
  MaxCap Viol Count    0

Hold path
  Worst hold-check path type    input port to flop
==> placed cells by master (no fill, tap or decap), types with 3 or more instances in the layout <==
cell type	Yosys	final
edfxtp_1	1024	1024
clkinvlp_4	0	3
clkinv_2	0	29
clkinv_1	0	24
a21oi_1	192	192
nand3b_1	5	5
nor3_1	64	64
clkdlybuf4s50_1	0	110
a22o_1	128	128
nor2b_4	0	4
a31oi_1	64	64
buf_12	0	23
clkbuf_16	0	102
bufinv_16	0	13
nand2b_2	0	4
nor2_4	0	33
buf_4	57	116
clkbuf_1	82	12
or3b_2	3	3
conb_1	1	32
nand3_1	194	194
mux2i_1	1024	1024
a22oi_1	192	192
nand2_1	195	193
==> area by class of cell <==
| cell class | count | share of cell area, % |
|---|---|---|
| sequential | 1024 | 54.7 |
| multi-input combinational | 2140 | 30.0 |
| tap | 2160 | 4.81 |
| clock buffer | 114 | 4.62 |
| timing repair buffer | 251 | 4.38 |
| clock inverter | 78 | 1.44 |
==> logic make-up after synthesis <==
kind of cell    after synthesis  share of synthesized area, %
compound gates              576                          8.05
other cells                   1                       0.00769
buf+inv                     253                          3.15
flops                      1024                          63.1
simple gates                508                          4.71
mux                        1024                          21.0
==> how the worst min path moves through the flow <==
stage     startpoint             end  slack (ns)  cells past startpoint
5_1_grt        WD[5]   memory[11][5]        1.62                      2
6_report      WD[17]  memory[18][17]        1.60                      2
4_1_cts        WD[5]   memory[11][5]        1.57                      2
==> routing by layer <==
metal | vias to the layer above | part of all wire [%] | track usage [%] | wire (um)
li1 | 13600 | - | - | -
met1 | 15400 | 36 | 23.7 | 56000
met2 | 1622 | 46 | 29.3 | 70300
met3 | 273 | 15 | 12.9 | 23200
met4 | 16 | 2.9 | 4.78 | 4460
met5 | - | 0.16 | 0.833 | 254
==> per-stage QoR <==
step / util [%] / hold WS [ns]
6_report: 34.9 / 1.60
5_1_grt: 34.9 / 1.62
4_1_cts: 34.9 / 1.57
3_5_place_dp: 32.8 / 2.33
3_3_place_gp: 32.8 / 2.33
2_1_floorplan: - / 1.60
==> power by group <==
group	internal (mW)	switching, mW
combinational	0.457	0.736
sequential	6.38	0.0323
clock	2.96	2.25
No activity file was given, so power comes from the tool's default toggle rates.
